==> /design/flow/design.v <==
module register_file (clk, nRESET, write_enable, write_addr, write_data, 
								read_addr_A, read_addr_B, read_addr_C, 
								read_data_A, read_data_B, read_data_C);
	input clk;
	input nRESET;
	input write_enable;
	input [2:0] write_addr;
	input [15:0] write_data;
	input [2:0] read_addr_A;
	input [2:0] read_addr_B;
	input [2:0] read_addr_C;
	output [15:0] read_data_A;
	output [15:0] read_data_B;
	output [15:0] read_data_C;
	reg [15:0] reg_0;
	reg [15:0] reg_1;
	reg [15:0] reg_2;
	reg [15:0] reg_3;
	reg [15:0] reg_4;
	reg [15:0] reg_5;
	reg [15:0] reg_6;
	reg [15:0] reg_7;
	wire [7:0] decoder_out;
	wire [7:0] reg_enable;
	assign decoder_out = 
		(write_addr == 3'b000) ? 8'b0000_0001 :
		(write_addr == 3'b001) ? 8'b0000_0010 :
		(write_addr == 3'b010) ? 8'b0000_0100 :
		(write_addr == 3'b011) ? 8'b0000_1000 :
		(write_addr == 3'b100) ? 8'b0001_0000 :
		(write_addr == 3'b101) ? 8'b0010_0000 :
		(write_addr == 3'b110) ? 8'b0100_0000 :
		(write_addr == 3'b111) ? 8'b1000_0000 : 8'bx;
	assign reg_enable[0] = write_enable & decoder_out[0];
	assign reg_enable[1] = write_enable & decoder_out[1];
	assign reg_enable[2] = write_enable & decoder_out[2];
	assign reg_enable[3] = write_enable & decoder_out[3];
	assign reg_enable[4] = write_enable & decoder_out[4];
	assign reg_enable[5] = write_enable & decoder_out[5];
	assign reg_enable[6] = write_enable & decoder_out[6];
	assign reg_enable[7] = write_enable & decoder_out[7];
	always @ (posedge clk or negedge nRESET) 
		if (!nRESET) reg_0 <= 16'b0;
		else if (reg_enable[0]) reg_0 <= write_data;
	always @ (posedge clk or negedge nRESET) 
		if (!nRESET) reg_1 <= 16'b0;
		else if (reg_enable[1]) reg_1 <= write_data;
	always @ (posedge clk or negedge nRESET) 
		if (!nRESET) reg_2 <= 16'b0;
		else if (reg_enable[2]) reg_2 <= write_data;
	always @ (posedge clk or negedge nRESET) 
		if (!nRESET) reg_3 <= 16'b0;
		else if (reg_enable[3]) reg_3 <= write_data;	
	always @ (posedge clk or negedge nRESET) 
		if (!nRESET) reg_4 <= 16'b0;
		else if (reg_enable[4]) reg_4 <= write_data;
	always @ (posedge clk or negedge nRESET) 
		if (!nRESET) reg_5 <= 16'b0;
		else if (reg_enable[5]) reg_5 <= write_data;
	always @ (posedge clk or negedge nRESET) 
		if (!nRESET) reg_6 <= 16'b0;
		else if (reg_enable[6]) reg_6 <= write_data;
	always @ (posedge clk or negedge nRESET) 
		if (!nRESET) reg_7 <= 16'b0;
		else if (reg_enable[7]) reg_7 <= write_data;	
	assign read_data_A = 
		(read_addr_A == 3'b000) ? reg_0 :
		(read_addr_A == 3'b001) ? reg_1 :
		(read_addr_A == 3'b010) ? reg_2 :
		(read_addr_A == 3'b011) ? reg_3 :
		(read_addr_A == 3'b100) ? reg_4 :
		(read_addr_A == 3'b101) ? reg_5 :
		(read_addr_A == 3'b110) ? reg_6 :
		(read_addr_A == 3'b111) ? reg_7 : 16'bx;
	assign read_data_B = 
		(read_addr_B == 3'b000) ? reg_0 :
		(read_addr_B == 3'b001) ? reg_1 :
		(read_addr_B == 3'b010) ? reg_2 :
		(read_addr_B == 3'b011) ? reg_3 :
		(read_addr_B == 3'b100) ? reg_4 :
		(read_addr_B == 3'b101) ? reg_5 :
		(read_addr_B == 3'b110) ? reg_6 :
		(read_addr_B == 3'b111) ? reg_7 : 16'bx;	
	assign read_data_C = 
		(read_addr_C == 3'b000) ? reg_0 :
		(read_addr_C == 3'b001) ? reg_1 :
		(read_addr_C == 3'b010) ? reg_2 :
		(read_addr_C == 3'b011) ? reg_3 :
		(read_addr_C == 3'b100) ? reg_4 :
		(read_addr_C == 3'b101) ? reg_5 :
		(read_addr_C == 3'b110) ? reg_6 :
		(read_addr_C == 3'b111) ? reg_7 : 16'bx;	
endmodule
==> /design/flow/run.sh <==
#!/bin/bash
# OpenROAD 26Q1-2900-gdf79404cd8, Yosys 0.63+post, stock flow scripts
make -C /OpenROAD-flow-scripts/flow DESIGN_CONFIG=/design/flow/config.mk WORK_HOME=/design/flow/orfs finish
==> /design/flow/config.mk <==
export PLATFORM = sky130hd
export DESIGN_NAME = register_file
export DESIGN_NICKNAME = register_file
export VERILOG_FILES = /design/flow/design.v
export SDC_FILE = /design/flow/constraint.sdc
export NUM_CORES = 4
export LEC_CHECK = 1
export CORE_UTILIZATION = 30
==> /design/flow/constraint.sdc <==
current_design register_file

set clk_period 8.2
set clk_io_pct 0.2

create_clock -name clk0 -period $clk_period [get_ports {clk}]

set non_clock_inputs [all_inputs -no_clocks]
set_input_delay [expr $clk_period * $clk_io_pct] -clock clk0 $non_clock_inputs
set_output_delay [expr $clk_period * $clk_io_pct] -clock clk0 [all_outputs]
==> notes.md <==
Flow results follow.

The run finished with clean final reports. The number of global-route vias before repair is between 6000 and 7000. The number of primary I/O pins is 79. In this run the cell area measured after placement is 0.00942 sq mm.

The instance tally after logic synthesis is roughly 700. In this run, synthesis inferred 0 flip-flops with an integrated enable. The script parses the final routing iteration and logs DRC violations as 0. The register-to-register setup slack is about 7.4 ns. In this run, the synthesized area fraction spent on adder and majority cells is recorded as 0. The share of total power dissipated in sequential elements is 0.388. The area of the placeable core is roughly 0.027 sq mm.

Per the final timing report, the hold violations number 0. The area fraction of the largest cell type after synthesis is 0.382. Of the cells placed in the final design, the portion with a size suffix greater than 1 is 0.391. Prior to clock tree synthesis, the placed netlist has a worst setup slack of roughly 2.5 ns. The maximum VDD drop is 0.129 mV.

The initial antenna violation count came to 0. Across every metal layer, demand over resource in global routing totals 0.179. The worst setup skew after layout is 0 ns. The die width is 169 um. For the finished layout, the period the worst path requires is 5.79 ns. The cell count in the Yosys report is 687. The dominant register cell is dfrtp_1.

After clock tree synthesis, the setup repair step added 0 buffers. Yosys reports the multiplexer fraction of the synthesized area as 0.380. Looking at the max-slew report, the worst-margin pin has a slew of ~0.8 ns. Of the total power, the clock network draws 0.330. The count of inserted antenna diode cells is 0. Entering global routing, the biggest net connects 56 pins. The max-slew violation count is 0.

The number of DRC violations after detailed-routing iteration 0 is 345. The buffer_ports step reported a buffer count of 78. Gates resized during post-CTS repair numbered 0.

The worst-case hold path end point is reg_2[8]. The top cell type by total area after synthesis is dfrtp_1. According to the dpl log, the detail-placed design has an HPWL of 15000 um. The worst flop-to-flop path endpoint is reg_4[9]. Counting instances, the worst hold path has a depth of 1. The most used standard cell by instance count after synthesis is mux2_2. The area of the mapped netlist is 0.00838 sq mm. The share of the synthesized netlist area taken by xor and xnor gates is 0. OpenROAD emitted warnings numbering 25. The number of buffers inserted during clock tree synthesis is 17.

In the post-route report, total wirelength is listed as 24300 um. The highest clock rate this design can be run at is 173 MHz. The overall overflow remaining after global route is 0. The net load switching power is approximately 660 uW.

According to the timing report, the data required time at the worst endpoint equals 6.56 ns. After synthesis, the chip area reported by Yosys is 0.00838 sq mm. Of the total power, combinational logic draws 0.282. The H-tree depth is 4. In this run the remaining antenna-violating nets after routing total 0. Looking at the reg2reg group, the worst path starts from reg_4[9]. The insertion delay of the later-clocked pin in the worst-skew pair is about 0.42 ns. The proportion of synthesized chip area in sequential cells is 0.382. The clock transition time at the flip-flop clock pins of the worst setup and hold paths is 0.05 ns. The share of flip-flops with an asynchronous set or reset is 1.00. According to the floorplan report, the total die area is ~0.029 sq mm. The routed length per instance is ~21 um. The element type at the critical path start is a primary input.

The number of failing setup endpoints in the final timing report is 0. The max-cap check violation count is 0. Per the OpenROAD power report, leakage power amounts to 0.00410 uW. The final setup TNS is 0 ns. Counting instances in the post-synthesis netlist gives the leading cell types as mux2_2, dfrtp_1, nand2_1. Setup repair after global routing left no endpoint under its margin. In this run, the synthesized area fraction spent on and/or/nand/nor cells is recorded as 0.0725. The first global-routing pass estimated 37800 um of wire. Among the non-sequential cells, multiplexers take the most area. In the power breakdown, the internal column shows 1690 uW.

The most critical min-delay path falls under reg2reg. The maximum count of clock buffers along a single path is 2. The number of vias per cell after detailed routing is 5.36. Between the synthesized netlist and the finished layout, the area growth was recorded as 19.6%. The number of optimization iterations in the first detailed-route pass is 5. After synthesis, the cell types taking the most area are dfrtp_1, mux2_2, mux4_2. The arrival time of data at the worst endpoint is listed as 4.15 ns.

The post-layout worst setup margin is approximately 2.4 ns. After synthesis, the netlist uses 47 different library cells. The synthesized area per cell is about 12 sq um. Power spread over the standard cell area amounts to 235 mW/mm^2. The biggest fanout along the worst timing path is 25. The tightest slew margin relative to the limit is 0.459.

The period utilization is 0.706. The buffer type at the clock tree root is clkbuf_16. Summing over every cut layer, the via total after detailed routing is 6064.

The startpoint of the most critical hold path is reg_2[8]. TritonCTS built the clock tree. The script computed the net switching share of total power as 0.281.

The count of yosys warnings during synthesis is 1. The depth of the worst register-to-register path is 1. The number of fill cells is between 2000 and 3000.

The register bit count reported by yosys is ~130. TritonCTS reports the number of clock sinks as 128. The worst setup path is captured at an output port.

The final standard cell area without fillers is 0.0100 sq mm. The hold-fix buffer count after cts is 0. The die is 169 um tall. The floorplan row count is 60. The last weighted congestion value of the routability-driven placer is 0.845. In this run, the synthesized area fraction spent on AND-OR/OR-AND gates is recorded as 0.113. The critical path class is in2out. For this configuration, the core starts out at a cell density of 0.308.
routing by layer:
| metal | global-route usage | wire length, um | vias up |
|---|---|---|---|
| met2 | 0.271 | 10800 | 223 |
| li1 | - | - | 2738 |
| met4 | 0.0298 | 453 | 0 |
| met3 | 0.0460 | 1730 | 33 |
| met5 | 0 | 0 | - |
| met1 | 0.270 | 11300 | 3070 |
cell usage in the layout (no fill, tap or decap), types with 7 or more instances in the layout:
master           count
a31oi_1              8
nand2b_1            19
mux2_2             162
clkdlybuf4s50_1     72
buf_4               22
a21oi_1             14
nor2_1              35
mux2i_1             26
o22ai_1             14
o221a_2             11
mux2_4              23
o221ai_1             7
o32a_1              13
a32o_1              14
o32ai_1             11
dfrtp_1            128
clkbuf_16           17
inv_1               26
nand2_1             36
mux4_2              32
worst max-delay path by stage:
stage                endpoint  cells after the start  slack, ns            from
global route   read_data_A[4]                      6       2.28  read_addr_A[1]
finish        read_data_A[13]                      6       2.41  read_addr_A[1]
CTS           read_data_A[11]                      6       2.45  read_addr_A[1]
power groups by stage:
| stage | Sequential [uW] | Combinational (uW) | Clock (uW) |
|---|---|---|---|
| 5_1_grt | 939 | 723 | 808 |
| 6_report | 912 | 662 | 774 |
| 4_1_cts | 910 | 670 | 784 |
flip-flops by register name (all words and copies together), names as in the netlist:
name,cells
reg_7,16
reg_0,16
reg_1,16
reg_6,16
reg_2,16
reg_4,16
reg_3,16
reg_5,16
cell type report:
cell class | instances | area [sq um] | area share
Timing Repair Buffer | 99 | 911 | 0.0910
Multi-Input combinational cell | 475 | 4740 | 0.473
Inverter | 26 | 97.6 | 0.00975
Sequential cell | 128 | 3200 | 0.320
Tap cell | 372 | 465 | 0.0465
Clock inverter | 10 | 136 | 0.0136
Clock buffer | 21 | 460 | 0.0460
worst max-delay path, cell delays in order:
cell	delay [ns]
clkdlybuf4s50_1	0.45
buf_4	0.36
or2_2	0.63
o22ai_1	0.19
a31oi_1	0.31
clkdlybuf4s50_1	0.54
through the flow:
step / cells / hold slack (ns) / util / total power [uW]
finish: 1131 / 0.534 / 0.368 / 2350
global route: 1131 / 0.560 / 0.368 / 2470
CTS: 1131 / 0.534 / 0.368 / 2360
detailed placement: 1100 / 0.519 / 0.347 / 1580
global placement: 1100 / 0.508 / 0.347 / 1580
floorplan: 687 / 0.487 / - / 1320
kinds of logic (layout without fill, tap and decap cells):
| family | after synthesis | in the layout |
|---|---|---|
| flops | 128 | 128 |
| compound gates | 117 | 117 |
| simple gates | 112 | 112 |
| mux | 246 | 246 |
| buf+inv | 84 | 156 |
Power figures rest on the tool's default switching activity, not on a simulated workload.
